==> /design/flow/design.v <==
module micro_controller #(
    parameter ARRAY_NUM     = 3,
    parameter BLOCK_NUM     = 3,
    parameter CUBE_NUM      = 3,
    parameter RAM_DEPTH     = 2048
) (
    input  wire                     iClk,
    input  wire                     iRst,
    input  wire                     iStart,
    output wire                     oReady,
    output reg                      oClearAcc,
    output reg  [3*ARRAY_NUM-1:0]   oInputPattern,
    output reg  [ARRAY_NUM-2:0]     oPassDataLeft,
    output reg                      oDataRdValid,
    output wire [$clog2(RAM_DEPTH)-1:0] oAddrRd,
    input  wire                     iAllResultFifoHasData,
    output reg  [ARRAY_NUM*BLOCK_NUM*CUBE_NUM-1:0] oResultRdEn,
    output wire                     oWriteEn,
    output reg  [$clog2(RAM_DEPTH)-1:0] oAddrWr,
    output wire [2:0]               oResultFifoSel  
);
localparam IDLE   = 'd0,
           CONFIG = 'd1;
localparam PATTERN_1 = 3'd0,
           PATTERN_2 = 3'd1,
           PATTERN_3 = 3'd2,
           PATTERN_4 = 3'd3,
           PATTERN_5 = 3'd4,
           NOT_CARE  = 3'd5;
localparam CLEAR_ACC_LATENCY = 27,
           CLEAR_CNT_LATENCY = 30;
reg       state;
reg       nxt_state;
reg [4:0] counter;
wire      one_block_finish;
wire      addr_valid;
assign one_block_finish = (counter == CLEAR_CNT_LATENCY);
assign oAddrRd = counter * 4;
assign oReady = (state == IDLE);
assign addr_valid = (state == CONFIG);
always @(posedge iClk) begin
    if (iRst) begin
        oDataRdValid <= 'd0;
    end else begin
        oDataRdValid <= addr_valid;
    end
end
always @(*) begin
    case (state)
        IDLE :
            nxt_state = iStart;
        CONFIG :
            nxt_state = ~one_block_finish;
    endcase
end
always @(posedge iClk) begin
    if (iRst) begin
        state <= IDLE;
    end else begin
        state <= nxt_state;
    end
end
always @(posedge iClk) begin
    if (iRst) begin
        counter <= 'd0;
    end else begin
        if (state == CONFIG) begin
            if (one_block_finish) begin
                counter <= 'd0;
            end else begin
                counter <= counter + 'd1;
            end
        end
    end
end
always @(posedge iClk) begin
    if (iRst) begin
        oClearAcc <= 'd0;
    end else begin
        oClearAcc <= (counter == CLEAR_ACC_LATENCY);
    end
end
always @(posedge iClk) begin 
    if (iRst) begin
        oInputPattern <= 'd0;
    end else begin
        case (counter)
            'd0 : oInputPattern <= {NOT_CARE, NOT_CARE, PATTERN_1};
            'd1 : oInputPattern <= {NOT_CARE, PATTERN_1, PATTERN_2};
            'd2 : oInputPattern <= {PATTERN_1, PATTERN_2, PATTERN_3};
            'd3 : oInputPattern <= {PATTERN_2, PATTERN_3, PATTERN_4};
            'd4 : oInputPattern <= {PATTERN_3, PATTERN_4, PATTERN_5};
            'd5 : oInputPattern <= {PATTERN_4, PATTERN_5, NOT_CARE};
            'd6 : oInputPattern <= {PATTERN_5, NOT_CARE, NOT_CARE};
            'd7 : oInputPattern <= {PATTERN_3, NOT_CARE, NOT_CARE};
            'd8 : oInputPattern <= {PATTERN_4, NOT_CARE, NOT_CARE};
            'd9 : oInputPattern <= {PATTERN_5, NOT_CARE, PATTERN_1};
            'd10 : oInputPattern <= {PATTERN_3, PATTERN_1, PATTERN_2};
            'd11 : oInputPattern <= {PATTERN_4, PATTERN_2, PATTERN_3};
            'd12 : oInputPattern <= {PATTERN_5, PATTERN_3, PATTERN_4};
            'd13 : oInputPattern <= {PATTERN_3, PATTERN_4, PATTERN_5};
            'd14 : oInputPattern <= {PATTERN_4, PATTERN_5, NOT_CARE};
            'd15 : oInputPattern <= {PATTERN_5, NOT_CARE, NOT_CARE};
            'd16 : oInputPattern <= {PATTERN_3, NOT_CARE, NOT_CARE};
            'd17 : oInputPattern <= {PATTERN_4, NOT_CARE, NOT_CARE};
            'd18 : oInputPattern <= {PATTERN_5, NOT_CARE, PATTERN_1};
            'd19 : oInputPattern <= {PATTERN_3, PATTERN_1, PATTERN_2};
            'd20 : oInputPattern <= {PATTERN_4, PATTERN_2, PATTERN_3};
            'd21 : oInputPattern <= {PATTERN_5, PATTERN_3, PATTERN_4};
            'd22 : oInputPattern <= {PATTERN_3, PATTERN_4, PATTERN_5};
            'd23 : oInputPattern <= {PATTERN_4, PATTERN_5, NOT_CARE};
            'd24 : oInputPattern <= {PATTERN_5, NOT_CARE, NOT_CARE};
            'd25 : oInputPattern <= {PATTERN_3, NOT_CARE, NOT_CARE};
            'd26 : oInputPattern <= {PATTERN_4, NOT_CARE, NOT_CARE};
            'd27 : oInputPattern <= {PATTERN_5, NOT_CARE, PATTERN_1};
            'd28 : oInputPattern <= {PATTERN_3, PATTERN_1, PATTERN_2};
            'd29 : oInputPattern <= {PATTERN_4, PATTERN_2, PATTERN_3};
            'd30 : oInputPattern <= {PATTERN_5, PATTERN_3, PATTERN_4};
            default : oInputPattern <= {NOT_CARE, NOT_CARE, NOT_CARE};
        endcase
    end
end
always @(posedge iClk) begin 
    if (iRst) begin
        oPassDataLeft <= 'd0;
    end else begin
        case (counter)
            'd0 : oPassDataLeft <= 2'd0;
            'd1 : oPassDataLeft <= 2'd0;
            'd2 : oPassDataLeft <= 2'd0;
            'd3 : oPassDataLeft <= 2'd1;
            'd4 : oPassDataLeft <= 2'd3;
            'd5 : oPassDataLeft <= 2'd3;
            'd6 : oPassDataLeft <= 2'd3;
            'd7 : oPassDataLeft <= 2'd3;
            'd8 : oPassDataLeft <= 2'd3;
            'd9 : oPassDataLeft <= 2'd2;
            'd10 : oPassDataLeft <= 2'd0;
            'd11 : oPassDataLeft <= 2'd0;
            'd12 : oPassDataLeft <= 2'd1;
            'd13 : oPassDataLeft <= 2'd3;
            'd14 : oPassDataLeft <= 2'd3;
            'd15 : oPassDataLeft <= 2'd3;
            'd16 : oPassDataLeft <= 2'd3;
            'd17 : oPassDataLeft <= 2'd3;
            'd18 : oPassDataLeft <= 2'd2;
            'd19 : oPassDataLeft <= 2'd0;
            'd20 : oPassDataLeft <= 2'd0;
            'd21 : oPassDataLeft <= 2'd1;
            'd22 : oPassDataLeft <= 2'd3;
            'd23 : oPassDataLeft <= 2'd3;
            'd24 : oPassDataLeft <= 2'd3;
            'd25 : oPassDataLeft <= 2'd3;
            'd26 : oPassDataLeft <= 2'd3;
            'd27 : oPassDataLeft <= 2'd2;
            'd28 : oPassDataLeft <= 2'd0;
            'd29 : oPassDataLeft <= 2'd0;
            'd30 : oPassDataLeft <= 2'd1;
            default : oPassDataLeft <= 2'd0;
        endcase
    end
end
reg        state_wr;
reg        nxt_state_wr;
wire       one_block_finish_wr;
reg  [3:0] counter_wr;
reg        write_en_dly, write_en_dly2;
reg  [2:0] result_fifo_dly, result_fifo_dly2;
localparam CLEAR_CNT_LATENCY_WR = 6;
assign oResultFifoSel = result_fifo_dly2;
assign oWriteEn = write_en_dly2;
assign one_block_finish_wr = (counter_wr == CLEAR_CNT_LATENCY_WR);
always @(*) begin
    case (state_wr)
        IDLE : nxt_state_wr = iAllResultFifoHasData;
        CONFIG : nxt_state_wr = ~one_block_finish_wr;
    endcase
end
always @(posedge iClk) begin
    if (iRst) begin
        state_wr <= 'd0;
    end else begin
        state_wr <= nxt_state_wr;
    end
end
always @(posedge iClk) begin
    if (iRst) begin
        counter_wr <= 'd0;
    end else begin
        if (state_wr == CONFIG) begin
            if (one_block_finish_wr) begin
                counter_wr <= 'd0;
            end else begin
                counter_wr <= counter_wr + 'd1;
            end
        end
    end
end
always @(posedge iClk) begin
    if (iRst) begin
        oResultRdEn <= 'd0;
    end else if (state_wr == CONFIG) begin
        case (counter_wr)
            'd0 : oResultRdEn <= 27'h000_000f;
            'd1 : oResultRdEn <= 27'h000_00f0;
            'd2 : oResultRdEn <= 27'h000_0f00;
            'd3 : oResultRdEn <= 27'h000_f000;
            'd4 : oResultRdEn <= 27'h00f_0000;
            'd5 : oResultRdEn <= 27'h0f0_0000;
            'd6 : oResultRdEn <= 27'h700_0000;
            default : oResultRdEn <= 27'd0;
        endcase
    end else begin
        oResultRdEn <= 27'd0;
    end
end
always @(posedge iClk) begin
    if (iRst) begin
        result_fifo_dly <= 'd0;
    end else if (state_wr == CONFIG) begin
        result_fifo_dly <= counter_wr;
    end else begin
        result_fifo_dly <= 3'd0;
    end
end
always @(posedge iClk) begin
    if (iRst) begin
        result_fifo_dly2 <= 'd0;
    end else begin
        result_fifo_dly2 <= result_fifo_dly;
    end
end
always @(posedge iClk) begin
    if (iRst) begin
        write_en_dly <= 'd0;
        write_en_dly2 <= 'd0;
    end begin
        write_en_dly <= (state_wr == CONFIG);
        write_en_dly2 <= write_en_dly;
    end
end
always @(posedge iClk) begin
    if (iRst) begin
        oAddrWr <= 'd0;
    end begin
        if (write_en_dly2) begin
            oAddrWr <= oAddrWr + 'd4;
        end
    end
end
endmodule
==> /design/flow/run.sh <==
#!/bin/bash
# OpenROAD 26Q1-2900-gdf79404cd8, Yosys 0.63+post, stock flow scripts
make -C /OpenROAD-flow-scripts/flow DESIGN_CONFIG=/design/flow/config.mk WORK_HOME=/design/flow/orfs finish
==> /design/flow/config.mk <==
export PLATFORM = sky130hd
export DESIGN_NAME = micro_controller
export DESIGN_NICKNAME = micro_controller
export VERILOG_FILES = /design/flow/design.v
export SDC_FILE = /design/flow/constraint.sdc
export NUM_CORES = 4
export LEC_CHECK = 1
export CORE_UTILIZATION = 50
==> /design/flow/constraint.sdc <==
current_design micro_controller

set clk_period 2.3
set clk_io_pct 0.2

create_clock -name clk0 -period $clk_period [get_ports {iClk}]

set non_clock_inputs [all_inputs -no_clocks]
set_input_delay [expr $clk_period * $clk_io_pct] -clock clk0 $non_clock_inputs
set_output_delay [expr $clk_period * $clk_io_pct] -clock clk0 [all_outputs]
==> results.sh <==
# yosys + openroad results
export IMPL_drv_cap=0
export IMPL_dp_hpwl_um=3400
export IMPL_core_region_area_mm2=0.00482
export IMPL_setup_viol=0
export IMPL_regArea_mm2=0.00105
export IMPL_final_cell_area_mm2=0.00315
export IMPL_r2r_start="counter[1]$_SDFFE_PP0P_"
export IMPL_yosysTopAreaCell="dfxtp_1"
export IMPL_syn_to_final_growth_pct=23.4
export IMPL_ioPinCount=71
export IMPL_fin_crit_ps=1950
export IMPL_worst_pin_slew_ps=499
export IMPL_cts_root_buf="clkbuf_8"
export IMPL_top_area_frac=0.305
export IMPL_start_kind="flip-flop"
export IMPL_first_pass_iters=4
export IMPL_yosys_cells=286
export IMPL_holdPathStages=0
export IMPL_die_y_um=73.5
export IMPL_worst_path_buf_inv=1
export IMPL_cts_resized=0
export IMPL_viasPerCell=5.09
export IMPL_cellLeakagePower_nw=1.17
export IMPL_synth_async_reset_ratio=0
export IMPL_hold_buffers=0
export IMPL_holdPathEnd="write_en_dly2$_DFF_P_"
export IMPL_grt_pass1_vias=1696
export IMPL_dp_slack_ps=414
export IMPL_ys_seq_frac=0.411
export IMPL_p_sw_frac=0.247
export IMPL_antenna_found_initial=0
export IMPL_clock_power_share=0.296
export IMPL_clk_latency_ps=290
export IMPL_power_density_mw_per_mm2=525
export IMPL_dr_total_vias=1989
export IMPL_post_synth_top_count_cell="dfxtp_1"
export IMPL_drt_first_iter_violations=102
export IMPL_rrSetupSlack_ps=440
export IMPL_switching_power_w=0.000409
export IMPL_cp_cell_sequence="clkdlybuf4s50_1"
export IMPL_fillCellCount=427
export IMPL_syn_inst=286
export IMPL_internal_power_w=0.00125
export IMPL_synth_edff_count=9
export IMPL_rsz0062_at_grt="false"
export IMPL_yosysWarnings=1
export IMPL_cp_top_family="flip-flops"
export IMPL_ff_type="dfxtp_1"
export IMPL_warning_count=36
export IMPL_seq_power_share=0.567
export IMPL_max_slew_margin=0.667
export IMPL_ys_ff=48
export IMPL_diodes=0
export IMPL_die_area_mm2=0.00540
export IMPL_portBuffers=62
export IMPL_peakVddDrop_v=0.000278
export IMPL_tns_ps=0
export IMPL_crit_reg2reg_capture="oInputPattern[0]$_SDFF_PP0_"
export IMPL_ant_nets=0
export IMPL_drcViolationCount=0
export IMPL_syn_cell_area_mm2=0.00256
export IMPL_grt_pass1_wl_um=7820
export IMPL_ys_types=47
export IMPL_max_stage_delay_ps=640
export IMPL_yosys_area_mm2=0.00256
export IMPL_cts_made_buffers=5
export IMPL_common_cells="dfxtp_1, buf_4, nor2_1"
export IMPL_grt_overflow=0
export IMPL_p_comb_frac=0.136
export IMPL_logic_area_mm2=0.00120
export IMPL_clkSlewWorstSetupHoldPaths_ps=90
export IMPL_die_x_um=73.5
export IMPL_grt_max_degree=26
export IMPL_period_used=0.847
export IMPL_finalClockSkew_ps=4.86
export IMPL_path_class="flip-flop to output port"
export IMPL_hp_class="flip-flop to flip-flop"
export IMPL_postCtsSetupRepairBufs=0
export IMPL_drive_above_1_share=0.0586
export IMPL_cp_max_fo=11
export IMPL_cts_num_sinks=48
export IMPL_reg2reg_depth=4
export IMPL_cts_tree="done"
export IMPL_std_cell_rows=25
export IMPL_cp_slowest_cell="dfxtp_1"
export IMPL_placed_area_mm2=0.00306
export IMPL_drt_wl_total_um=4770
export IMPL_clockBufferDepth=2
export IMPL_critPathArrivalTime_ps=1490
export IMPL_setup_ws_ps=352
export IMPL_worstSetupEndpointType="output port"
export IMPL_final_util=0.655
export IMPL_outcome="finished clean"
export IMPL_hp_start="write_en_dly$_DFF_P_"
export IMPL_gp_congestion=0.880
export IMPL_avgSynthCellArea_um2=8.94
export IMPL_avgRoutedWirePerCell_um=12.2
export IMPL_grt_usage=0.190
export IMPL_htreeDepth=2
export IMPL_fp_util=0.531
export IMPL_drv_slew=0
export IMPL_area_leaders="dfxtp_1, edfxtp_1, buf_4, ha_1, nor2_1"
export IMPL_required_ps=1840
export IMPL_fmax_mhz=513
export IMPL_hold_viol_final=0
==> stage by stage <==
step	hold slack, ps	power (W)	cells
4_1_cts	340	0.00169	391
2_1_floorplan	310	0.00108	293
5_1_grt	350	0.00175	391
6_report	336	0.00166	391
3_3_place_gp	311	0.00119	383
3_5_place_dp	318	0.00119	383
==> cells in the final DEF, fill, tap and decap left out, types with 3 or more instances in the layout <==
cell type,netlist,final
clkdlybuf4s50_1,0,62
dfxtp_1,39,39
nor2_1,29,29
nand2_1,18,18
a21oi_1,15,15
ha_1,14,14
nor2b_1,11,11
nor3_1,10,10
inv_1,9,9
o21ai_0,9,9
edfxtp_1,9,9
conb_1,1,8
and2_1,7,7
mux2i_1,6,6
nand3_1,6,6
o21ai_1,6,6
nand2b_1,6,6
xnor2_1,5,5
clkbuf_8,0,5
nand4_1,4,4
a211oi_1,4,4
buf_4,29,4
a22o_1,3,3
xor2_1,3,3
==> how the worst max path moves through the flow <==
stage | start | end | slack, ps | cells after the start
after global routing | counter[2]$_SDFFE_PP0P_ | oAddrRd[4] | 290 | 1
final | counter[2]$_SDFFE_PP0P_ | oAddrRd[4] | 350 | 1
after CTS | counter[2]$_SDFFE_PP0P_ | oAddrRd[4] | 330 | 1
==> logic make-up after synthesis <==
kind of cell,after synthesis,synth area share
AND/OR/NAND/NOR,102,0.200
buffers and inverters,55,0.131
AND-OR/OR-AND,50,0.123
flip-flops,48,0.411
adder cells (fa/ha/maj),14,0.0685
XOR/XNOR,8,0.0274
multiplexers,8,0.0367
other,1,0.00147
==> final cells by class <==
cell class | count | share of cell area
Multi-Input combinational cell | 190 | 0.379
Sequential cell | 48 | 0.333
Timing Repair Buffer | 68 | 0.219
Tap cell | 67 | 0.0266
Clock buffer | 5 | 0.0218
Inverter | 10 | 0.0127
Clock inverter | 3 | 0.00754
==> power by group through the flow <==
| stage | combinational (W) | clock [W] | sequential (W) |
|---|---|---|---|
| 6_report | 0.000226 | 0.000491 | 0.000940 |
| 5_1_grt | 0.000254 | 0.000552 | 0.000948 |
| 4_1_cts | 0.000228 | 0.000517 | 0.000941 |
==> sequential cells by signal, summed over array words and instances (netlist names), 2 cells and up <==
name              count
counter               5
counter_wr            4
oAddrWr               9
oInputPattern         9
oPassDataLeft         2
oResultRdEn           7
result_fifo_dly       3
result_fifo_dly2      3
==> layer usage <==
| metal | GRT usage | vias up | routed length (µm) |
|---|---|---|---|
| met3 | 0.0277 | 10 | 184 |
| li1 | - | 1014 | - |
| met1 | 0.267 | 917 | 2230 |
| met4 | 0.0427 | 0 | 89 |
| met2 | 0.321 | 48 | 2270 |
| met5 | 0 | - | 0 |
Power figures rest on the tool's default switching activity, not on a simulated workload.
