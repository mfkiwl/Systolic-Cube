<file path="/design/flow/run.sh">
#!/bin/bash
# OpenROAD 26Q1-2900-gdf79404cd8, Yosys 0.63+post, stock flow scripts
make -C /OpenROAD-flow-scripts/flow DESIGN_CONFIG=/design/flow/config.mk WORK_HOME=/design/flow/orfs finish
</file>
<file path="/design/flow/config.mk">
export PLATFORM = sky130hd
export DESIGN_NAME = mult
export DESIGN_NICKNAME = mult
export VERILOG_FILES = /design/flow/design.v
export SDC_FILE = /design/flow/constraint.sdc
export NUM_CORES = 4
export LEC_CHECK = 1
export CORE_UTILIZATION = 30
</file>
<file path="/design/flow/constraint.sdc">
current_design mult

set clk_period 5.6
set clk_io_pct 0.2

create_clock -name clk0 -period $clk_period [get_ports {iClk}]

set non_clock_inputs [all_inputs -no_clocks]
set_input_delay [expr $clk_period * $clk_io_pct] -clock clk0 $non_clock_inputs
set_output_delay [expr $clk_period * $clk_io_pct] -clock clk0 [all_outputs]
</file>
<file path="/design/flow/design.v">
module mult (
  input  wire        iClk,
  input  wire        iRst,
  input  wire [7:0]  iData1,
  input  wire [7:0]  iData2,
  output reg  [19:0] oResult
);
always @(posedge iClk) begin
  if (iRst) begin
    oResult <= 'd0;
  end else begin
    oResult <= iData1 * iData2;
  end
end
endmodule
</file>
==> impl_metrics.json <==
{
  "status": "complete, no violations",
  "num_vias": 1994,
  "p_switching_w": 0.000376,
  "warnings": 25,
  "synth_area_sq_um": 2550,
  "grt_pass1_vias": 1903,
  "avgViaCountPerCell": 4.55,
  "p_int_w": 0.000542,
  "cts_sinks": 16,
  "die-width_um": 94.1,
  "synth_top_cell_by_area": "fa_1",
  "post_cts_buffers": 0,
  "drtIter0Drc": 37,
  "area_delta_synth_final_pct": 23.1,
  "gr-total-overflow": 0,
  "ctsResizeCount": 0,
  "dieArea_sq_um": 8860,
  "num-fill-cells": 816,
  "clk_root_buffer_cell": "clkbuf_8",
  "io_pins": 38,
  "placed_area_sq_um": 3090,
  "clock.fmax_mhz": 186,
  "antenna_found_initial": 0,
  "critPathTopFamily": "adder cells",
  "cts_buffer_depth": 2,
  "cp_num_buf_inv": 5,
  "cap_viol_max_count": 0,
  "critPathMaxFanout": 8,
  "critPathArrivalTime_ns": 5.50,
  "initCoreUtil": 0.310,
  "top_cells_by_count": "51 x inv_1, 45 x and2_1, 36 x fa_1, 36 x ha_1, 21 x nand2_1",
  "hp-class": "input port to flip-flop",
  "crit_required_ns": 5.73,
  "post-dp-hpwl_um": 4230,
  "criticalPathCategory": "input port to flip-flop",
  "cts.clk_slew.worst_paths_ns": 0.06,
  "grtUsageTotal": 0.125,
  "switching_share": 0.410,
  "critPathCaptureType": "flip-flop",
  "ys_types": 35,
  "rsz0062_at_grt": "no",
  "fin_crit_sh": 0.958,
  "syn_area_per_cell_sq_um": 8.93,
  "fin_crit_ns": 5.37,
  "place_congestion": 0.862,
  "drcViolationCount": 0,
  "top_register": "oResult",
  "hold_violations": 0,
  "cp_cell_sequence": "clkdlybuf4s50_1 -> and2_1 -> fa_1 -> inv_1 -> fa_1 -> inv_1 -> fa_1 -> inv_1 -> fa_1 -> inv_1 -> ha_1 -> o21a_1 -> o31a_1 -> o21ai_1 -> o211ai_1 -> mux2_1",
  "htree_levels": 1,
  "fin_area_sq_um": 3140,
  "pwr-share-comb": 0.735,
  "reg_top3": "oResult: 16 flops",
  "wl_per_cell_um": 11.2,
  "p_per_area_nw_per_um2": 293,
  "max_slew_margin": 0.554,
  "finalSetupViolations": 0,
  "cp_slowest_stage_delay_ns": 0.57,
  "placement.io_buffers": 33,
  "max_slew.worst_pin.slew_ns": 0.667,
  "yosys_area_sq_um": 2550,
  "postSynthSeqShare": 0.126,
  "yosysCellCount": 285,
  "tns_ns": 0,
  "chipHeight_um": 94.1,
  "p_seq_frac": 0.173,
  "drive_gt1_frac": 0.0661,
  "synth_cells": 285,
  "cts.hold.buffers_added": 0,
  "crit_slowest_cell": "clkdlybuf4s50_1",
  "coreArea_sq_um": 8220,
  "grt_max_degree": 21,
  "num_antenna_cells": 0,
  "vdd_drop_max_v": 0.000150,
  "row_count": 33,
  "edf_count": 0,
  "async_reset_ff_frac": 0,
  "slew_violations": 0,
  "antenna_left": 0,
  "numCtsBuffers": 3,
  "clkPwrFrac": 0.092,
  "p_leak_nw": 1.55,
  "firstDrtPassIters": 4,
  "netlist.area_leader.share": 0.283,
  "cts_tree": "built",
  "crit_path_start_kind": "input port",
  "yosys_most_used_dff": "dfxtp_1",
  "yosys_warnings": 1,
  "ys_ff": 16,
  "most_common_cell": "inv_1",
  "largest_reg_flops": 16,
  "routed_wl_um": 4910,
  "grt_pass1_wl_um": 8650,
  "synthTopCellsByArea": "fa_1 28%, ha_1 18%, dfxtp_1 13%, and2_1 11%, inv_1 7.5%"
}
through the flow:
| step | util | hold slack, ns | instances | power [W] | worst slack (ns) |
|---|---|---|---|---|---|
| 2_1_floorplan | - | 1.23 | 288 | 0.000609 | 0.626 |
| 3_3_place_gp | 0.377 | 1.78 | 435 | 0.000841 | -0.0348 |
| 3_5_place_dp | 0.377 | 1.77 | 435 | 0.000842 | -0.0540 |
| 5_1_grt | 0.382 | 1.66 | 438 | 0.00103 | 0.0380 |
| 4_1_cts | 0.382 | 1.61 | 438 | 0.000935 | 0.206 |
| 6_report | 0.382 | 1.61 | 438 | 0.000918 | 0.233 |
kinds of logic after synthesis:
family | Yosys count | share of synthesized area
muxes | 4 | 0.0177
buffers and inverters | 57 | 0.0899
AOI/OAI and AO/OA | 33 | 0.0914
adders and majority gates | 72 | 0.460
other | 1 | 0.00147
and+or+nand+nor | 99 | 0.203
xor gates and xnor gates | 3 | 0.0103
DFF | 16 | 0.126
metal layers:
| layer | vias to the layer above | track usage | wire, um |
|---|---|---|---|
| met5 | - | 0 | 0 |
| met4 | 0 | 0.00385 | 15 |
| met3 | 2 | 0.0148 | 179 |
| met2 | 38 | 0.198 | 2360 |
| met1 | 968 | 0.198 | 2360 |
| li1 | 986 | - | - |
cells in the final DEF (no fill, tap or decap):
| cell type | instances |
|---|---|
| a211oi_1 | 3 |
| a211oi_2 | 1 |
| a21boi_0 | 1 |
| a21o_1 | 5 |
| a21oi_1 | 6 |
| a21oi_2 | 1 |
| a221oi_2 | 1 |
| and2_1 | 45 |
| and3_1 | 1 |
| buf_4 | 15 |
| clkbuf_8 | 3 |
| clkdlybuf4s50_1 | 33 |
| conb_1 | 4 |
| dfxtp_1 | 16 |
| fa_1 | 36 |
| ha_1 | 36 |
| inv_1 | 51 |
| mux2_1 | 4 |
| nand2_1 | 21 |
| nand2b_1 | 1 |
| nand3_1 | 5 |
| nor2_1 | 16 |
| nor2b_1 | 8 |
| nor3_1 | 2 |
| o211ai_1 | 1 |
| o21a_1 | 2 |
| o21ai_0 | 5 |
| o21ai_1 | 2 |
| o21ai_2 | 1 |
| o21bai_1 | 1 |
| o31a_1 | 1 |
| o31ai_1 | 1 |
| o32ai_1 | 1 |
| xnor2_1 | 1 |
| xor2_1 | 2 |
cell type report:
cell class	instances	area, sq um	area share
multi-input cells	215	2010	0.640
repair buffers	48	443	0.141
flip-flops and latches	16	320	0.102
inverters	51	191	0.0611
well taps	105	131	0.0419
clock buffers	3	41.3	0.0132
power by group through the flow:
| stage | clock network (W) | logic, W | registers (W) |
|---|---|---|---|
| CTS | 0.0000876 | 0.000687 | 0.000160 |
| global route | 0.0000915 | 0.000780 | 0.000162 |
| finish | 0.0000846 | 0.000675 | 0.000159 |
final timing paths:
path	startpoint	end	slack [ns]	depth (start not counted)
worst min-delay path	iData2[0]	oResult[0]	1.61	3
worst max-delay path	iData2[4]	oResult[15]	0.23	16
Power is estimated from default activity; no workload was simulated.
