==> flow/design.v <==
module appr_mult (
  input  wire        iClk,
  input  wire        iRst,
  input  wire [7:0]  iData1,
  input  wire [7:0]  iData2,
  output reg  [19:0] oResult
);
wire [19:0] result;
wire [8:0]  partial_result   [0:3];
wire [2:0]  appr_mult_result [0:15];
always @(posedge iClk) begin
  if (iRst) begin
    oResult <= 'd0;
  end else begin
    oResult <= result;
  end
end
assign result = partial_result[0] + (partial_result[1] << 2) + (partial_result[2] << 4) + (partial_result[3] << 6);
generate
  genvar i, j;
  for (j = 0; j < 4; j = j + 1) begin
    for (i = 0; i < 4; i = i + 1) begin
      appr_mult_basic_unit appr_mult_basic_unit_i (
        .iData1(iData1[2*(i+1)-1:2*i]),
        .iData2(iData2[2*(j+1)-1:2*j]),
        .oResult(appr_mult_result[4*j+i])
      );
    end
  end
  for (i = 0; i < 4; i = i + 1) begin
  	assign partial_result[i] = appr_mult_result[4*i] + (appr_mult_result[4*i+1] << 2) + (appr_mult_result[4*i+2] << 4) + (appr_mult_result[4*i+3] << 6);
  end
endgenerate
endmodule
module appr_mult_basic_unit (
  input  wire [1:0]  iData1,
  input  wire [1:0]  iData2,
  output wire [2:0]  oResult
);
assign oResult[0] = iData1[0] & iData2[0];
assign oResult[1] = (iData1[1] & iData2[0]) | (iData1[0] & iData2[1]);
assign oResult[2] = iData1[1] & iData2[1];
endmodule
module pe (
  input  wire        iClk,
  input  wire        iRst,
  input  wire [7:0]  iData,
  input  wire [7:0]  iWeight,
  input  wire        iClearAcc,
  output reg  [7:0]  oWeight,
  output reg  [19:0] oAcc,
  output reg         oClearAcc
);
wire [19:0] result;
always @(posedge iClk) begin
  if (iRst) begin
    oClearAcc <= 'd0;
  end else begin
    oClearAcc <= iClearAcc;
  end
end
always @(posedge iClk) begin
  if (iRst) begin
    oWeight <= 'd0;
  end else begin
    oWeight <= iWeight;
  end
end
always @(posedge iClk) begin
  if (iRst) begin
    oAcc <= 'd0;
  end else if (iClearAcc) begin
    oAcc <= 'd0;
  end else begin
    oAcc <= oAcc + result;
  end
end
appr_mult appr_mult_i(
  .iClk(iClk),
  .iRst(iRst),
  .iData1(iData),
  .iData2(oWeight),
  .oResult(result)
);
endmodule
module pe_array #(
  parameter ARRAY_NUM = 3
)(
  input  wire                    iClk,
  input  wire                    iRst,
  input  wire                    iClearAcc,
  input  wire [ARRAY_NUM-2:0]    iCfsPassDataLeft,
  input  wire [8*ARRAY_NUM-1:0]  iData,
  input  wire [7:0]              iWeight,
  input  wire [4:0]              iCfsOutputLeftShift,
  output wire [7:0]              oWeight,
  output reg  [8*ARRAY_NUM-1:0]  oResult,
  output wire                    oClearAcc,
  output wire [ARRAY_NUM-1:0]    oResultValid
);
reg  [7:0]  data_cache     [0:ARRAY_NUM-1];
reg  [7:0]  data_cache_dly [0:ARRAY_NUM-1];
wire [7:0]  data_to_pe     [0:ARRAY_NUM-1];
wire [7:0]  weight_to_pe   [0:ARRAY_NUM-1];
wire [7:0]  weight_from_pe [0:ARRAY_NUM-1];
wire [19:0] acc            [0:ARRAY_NUM-1];
wire        clear_acc_from_pe [0:ARRAY_NUM-1];
wire        clear_acc_to_pe   [0:ARRAY_NUM-1];
assign weight_to_pe[0] = iWeight;
assign oWeight = weight_from_pe[0];
assign clear_acc_to_pe[0] = iClearAcc;
assign oClearAcc = clear_acc_from_pe[0];
assign oResultValid[0] = clear_acc_from_pe[0];
always @(posedge iClk) begin
  if (iRst) begin
    data_cache[ARRAY_NUM-1] <= 'd0;
  end else begin
    data_cache[ARRAY_NUM-1] <= iData[(ARRAY_NUM)*8-1:(ARRAY_NUM-1)*8];
  end
end
generate
  genvar i;
  for (i = 1; i < ARRAY_NUM; i = i + 1) begin
    assign weight_to_pe[i] = weight_from_pe[i-1];
    assign oResultValid[i] = clear_acc_from_pe[i];
    assign clear_acc_to_pe[i] = clear_acc_from_pe[i-1];
  end
  for (i = 0; i < ARRAY_NUM; i = i + 1) begin : pe
    assign data_to_pe[i] = data_cache[i];
    pe pe_i(
      .iClk(iClk),
      .iRst(iRst),
      .iData(data_to_pe[i]),
      .iWeight(weight_to_pe[i]),
      .iClearAcc(clear_acc_to_pe[i]),
      .oWeight(weight_from_pe[i]),
      .oAcc(acc[i]),
      .oClearAcc(clear_acc_from_pe[i])
    );
  end
  for (i = 0; i < ARRAY_NUM; i = i + 1) begin
    always @(posedge iClk) begin
      if (iRst) begin
        data_cache_dly[i] <= 'd0;
      end else begin
        data_cache_dly[i] <= data_cache[i];
      end
    end
  end
  for (i = 0; i < ARRAY_NUM-1; i = i + 1) begin
    always @(posedge iClk) begin
      if (iRst) begin
        data_cache[i] <= 'd0; 
      end else begin
        if (iCfsPassDataLeft[i]) begin
          data_cache[i] <= data_cache_dly[i+1];
        end else begin
          data_cache[i] <= iData[(i+1)*8-1:i*8];
        end
      end
    end
  end
  for (i = 0; i < ARRAY_NUM; i = i + 1) begin
    always @(posedge iClk) begin
      if (iRst) begin
        oResult[(i+1)*8-1:i*8] <= 'd0;
      end else begin
        oResult[(i+1)*8-1:i*8] <= acc[i] >> iCfsOutputLeftShift;
      end
    end
  end
endgenerate
endmodule
module pe_block #(
  parameter ARRAY_NUM = 3,
  parameter BLOCK_NUM = 3
)(
  input  wire                    iClk,
  input  wire                    iRst,
  input  wire                    iClearAcc,
  input  wire [8*ARRAY_NUM*BLOCK_NUM-1:0] iData,
  input  wire [7:0]              iWeight,
  input  wire [ARRAY_NUM-2:0]    iCfsPassDataLeft,
  input  wire [4:0]              iCfsOutputLeftShift,
  output wire [8*ARRAY_NUM*BLOCK_NUM-1:0] oResult,
  output wire [ARRAY_NUM*BLOCK_NUM-1:0] oResultValid
);
wire [7:0] weight_to_pe_block   [0:BLOCK_NUM-1];
wire [7:0] weight_from_pe_block [0:BLOCK_NUM-1];
reg  [ARRAY_NUM-2:0]   cfs_pass_data_left_dly [0:BLOCK_NUM-2];
wire       clear_acc_to_pe_block   [0:BLOCK_NUM-1];
wire       clear_acc_from_pe_block [0:BLOCK_NUM-1];
assign weight_to_pe_block[0] = iWeight;
assign clear_acc_to_pe_block[0] = iClearAcc;
always @(posedge iClk) begin
  if (iRst) begin
    cfs_pass_data_left_dly[0] <= 'd0;
  end else begin
    cfs_pass_data_left_dly[0] <= iCfsPassDataLeft;
  end
end
pe_array #(
  .ARRAY_NUM(ARRAY_NUM)
) pe_array_first (
  .iClk(iClk),
  .iRst(iRst),
  .iClearAcc(clear_acc_to_pe_block[0]),
  .iCfsPassDataLeft(iCfsPassDataLeft),
  .iData(iData[8*ARRAY_NUM-1:0]),
  .iWeight(weight_to_pe_block[0]),
  .iCfsOutputLeftShift(iCfsOutputLeftShift),
  .oWeight(weight_from_pe_block[0]),
  .oResult(oResult[8*ARRAY_NUM-1:0]),
  .oClearAcc(clear_acc_from_pe_block[0]),
  .oResultValid(oResultValid[ARRAY_NUM-1:0])
);
generate
  genvar i;
  for (i = 1; i < BLOCK_NUM-1; i = i + 1) begin
    always @(posedge iClk) begin
      if (iRst) begin
        cfs_pass_data_left_dly[i] <= 'd0;
      end else begin
        cfs_pass_data_left_dly[i] <= cfs_pass_data_left_dly[i-1];
      end
    end
  end
  for (i = 1; i < BLOCK_NUM; i = i + 1) begin
    assign weight_to_pe_block[i] = weight_from_pe_block[i-1];
    assign clear_acc_to_pe_block[i] = clear_acc_from_pe_block[i-1];
  end
  for (i = 1; i < BLOCK_NUM; i = i + 1) begin
    pe_array #(
      .ARRAY_NUM(ARRAY_NUM)
    ) pe_array_i (
      .iClk(iClk),
      .iRst(iRst),
      .iClearAcc(clear_acc_to_pe_block[i]),
      .iCfsPassDataLeft(cfs_pass_data_left_dly[i-1]),
      .iData(iData[8*ARRAY_NUM*(i+1)-1:8*ARRAY_NUM*i]),
      .iWeight(weight_to_pe_block[i]),
      .iCfsOutputLeftShift(iCfsOutputLeftShift),
      .oWeight(weight_from_pe_block[i]),
      .oResult(oResult[8*ARRAY_NUM*(i+1)-1:8*ARRAY_NUM*i]),
      .oClearAcc(clear_acc_from_pe_block[i]),
      .oResultValid(oResultValid[ARRAY_NUM*(i+1)-1:ARRAY_NUM*i])
    );
  end
endgenerate
endmodule
module pe_cube #(
  parameter CUBE_NUM  = 3,
  parameter BLOCK_NUM = 3,
  parameter ARRAY_NUM = 3
)(
  input  wire                    iClk,
  input  wire                    iRst,
  input  wire                    iClearAcc,
  input  wire [8*CUBE_NUM-1:0]   iWeight,
  input  wire [8*ARRAY_NUM-1:0]  iData1,
  input  wire [7:0]              iData2,
  input  wire [3*ARRAY_NUM-1:0]  iCfsInputPattern,  
  input  wire [ARRAY_NUM-2:0]    iCfsPassDataLeft,
  input  wire [4:0]              iCfsOutputLeftShift,
  output wire [8*ARRAY_NUM*BLOCK_NUM*CUBE_NUM-1:0] oResult,
  output wire [ARRAY_NUM*BLOCK_NUM*CUBE_NUM-1:0] oResultValid
);
localparam PATTERN_1 = 3'd0,
           PATTERN_2 = 3'd1,
           PATTERN_3 = 3'd2,
           PATTERN_4 = 3'd3,
           PATTERN_5 = 3'd4;
wire [8*BLOCK_NUM-1:0]           data_after_mux [0:ARRAY_NUM-1];
wire [8*ARRAY_NUM*BLOCK_NUM-1:0] data_to_pe_block;
wire clear_acc_to_pe_block;
reg clear_acc_dly, clear_acc_dly2;
assign clear_acc_to_pe_block = clear_acc_dly2;
always @(posedge iClk) begin
  if (iRst) begin
    clear_acc_dly  <= 'd0;
    clear_acc_dly2 <= 'd0;
  end else begin
    clear_acc_dly  <= iClearAcc;
    clear_acc_dly2 <= clear_acc_dly;
  end
end
generate
  genvar i, j;
  for (i = 0; i < ARRAY_NUM; i = i + 1) begin
    for (j = 0; j < BLOCK_NUM; j = j + 1) begin
      assign data_to_pe_block[8*ARRAY_NUM*j+8*(i+1)-1:8*ARRAY_NUM*j+8*i] = data_after_mux[i][8*(j+1)-1:8*j];
    end
  end
  for (i = 0; i < ARRAY_NUM; i = i + 1) begin
    assign data_after_mux[i] = iCfsInputPattern[3*(i+1)-1:3*i] == PATTERN_1 ? {iData2, iData2, iData1[8*(i+1)-1:8*i]} : 
                               iCfsInputPattern[3*(i+1)-1:3*i] == PATTERN_2 ? {iData2, iData1[8*(i+1)-1:8*i], iData1[8*(i+1)-1:8*i]} : 
                               iCfsInputPattern[3*(i+1)-1:3*i] == PATTERN_3 ? {iData1[8*(i+1)-1:8*i], iData1[8*(i+1)-1:8*i], iData1[8*(i+1)-1:8*i]} : 
                               iCfsInputPattern[3*(i+1)-1:3*i] == PATTERN_4 ? {iData1[8*(i+1)-1:8*i], iData1[8*(i+1)-1:8*i], iData2} : 
                               iCfsInputPattern[3*(i+1)-1:3*i] == PATTERN_5 ? {iData1[8*(i+1)-1:8*i], iData2, iData2} : 'd0;
  end
  for (i = 0; i < CUBE_NUM; i = i + 1) begin
    pe_block #(
      .ARRAY_NUM(ARRAY_NUM),
      .BLOCK_NUM(BLOCK_NUM)
    ) pe_block_i (
      .iClk(iClk),
      .iRst(iRst),
      .iClearAcc(clear_acc_to_pe_block),
      .iData(data_to_pe_block),
      .iWeight(iWeight[8*(i+1)-1:8*i]),
      .iCfsPassDataLeft(iCfsPassDataLeft),
      .iCfsOutputLeftShift(iCfsOutputLeftShift),
      .oResult(oResult[8*ARRAY_NUM*BLOCK_NUM*(i+1)-1:8*ARRAY_NUM*BLOCK_NUM*i]),
      .oResultValid(oResultValid[ARRAY_NUM*BLOCK_NUM*(i+1)-1:ARRAY_NUM*BLOCK_NUM*i])
    );
  end
endgenerate
endmodule
==> flow/run.sh <==
#!/bin/bash
# OpenROAD 26Q1-2900-gdf79404cd8, Yosys 0.63+post, stock flow scripts
make -C /OpenROAD-flow-scripts/flow DESIGN_CONFIG=/design/flow/config.mk WORK_HOME=/design/flow/orfs finish
==> flow/config.mk <==
export PLATFORM = sky130hd
export DESIGN_NAME = pe_cube
export DESIGN_NICKNAME = pe_cube
export VERILOG_FILES = /design/flow/design.v
export SDC_FILE = /design/flow/constraint.sdc
export NUM_CORES = 4
export LEC_CHECK = 1
export CORE_UTILIZATION = 40
==> flow/constraint.sdc <==
current_design pe_cube

set clk_period 16.4
set clk_io_pct 0.2

create_clock -name clk0 -period $clk_period [get_ports {iClk}]

set non_clock_inputs [all_inputs -no_clocks]
set_input_delay [expr $clk_period * $clk_io_pct] -clock clk0 $non_clock_inputs
set_output_delay [expr $clk_period * $clk_io_pct] -clock clk0 [all_outputs]
==> deck_impl_summary.md <==
Key Metrics from the Run

Routing
  • 1st-iter DRT viols: around 7500
  • Remaining DRCs: 0
  • Post-route ant nets: 0
  • DR WL/cell: 20.8 um
  • Routed vias: 103000
  • Drt pass-1 iters: 5
  • Vias per inst: between 5 and 6
  • Routed WL: 392000 um

Clock tree
  • Clock Sinks: 1439
  • Clk pin slew, worst setup/hold paths: approximately 0.060 ns
  • Post-CTS resize count: 0
  • Num CTS Buffers: 176
  • Latency at later pin: ~0.87 ns
  • CTS Buffer Depth: 4
  • Post-CTS Hold Buffers: 0
  • Post-CTS Repair Setup Buffers: 0
  • H-tree lvl count: 4
  • Clock Tree Root: clkbuf_16
  • CTS tree: built

Final timing
  • Hold slack: roughly 0.45 ns
  • Fin crit period: 7.39 ns
  • Clock Skews: 0.0412 ns
  • Worst slew margin: 0.353
  • Setup WS post-layout: 9.01 ns
  • Slew Limit Fails: 0
  • RSZ-0062 raised after global routing: false
  • Maximum clock frequency: 135 MHz
  • Post-route setup TNS: 0 ns
  • Endpoints failing setup: 0
  • Tcrit/Tclk final: 0.451
  • Hold Vio Cnt, Final: 0
  • Worst-Margin Slew: 0.960 ns

Finish
  • Fin util: 0.442
  • Fillers: 30000
  • Gate Area: 89200 um^2
  • Area added between synthesis and finish: 9.97%
  • Share of layout cells above drive strength 1: 0.0647
  • Post-Layout Cell Count: 18800
  • Final Cell Area: 138000 um^2
  • Flop area: 28800 um^2

Worst setup path
  • Largest stage delay on the critical path: ~0.7 ns
  • CP Capture Type: register
  • Worst setup SP type: input port
  • Crit. path cell count: 12
  • Worst Path Max Fanout: 114
  • R2R setup slack: 11.23 ns
  • Critical path arrival: around 8 ns
  • R2R cell count: 20
  • Crit Path Category: in2reg
  • CP delay by family, top: buffers and inverters
  • Cell Chain, Critical Path: buf_8 -> buf_12 -> buf_4 -> buf_4 -> buf_4 -> buf_4 -> mux2_2 -> nor2_1 -> a21oi_1 -> mux4_2 -> nand2_1 -> o21ai_0
  • Most used cell, CP: buf_4
  • CP Data Required Time: 17.12 ns
  • CP Capture Point: genblk3[2].pe_block_i.pe_array_first.oResult[0]
  • Slowest cell on crit path: buf_4
  • Critical Path Source: iCfsOutputLeftShift[1]
  • Buf+Inv Stages, Crit Path: 6

Flow run
  • Max-cap viol count: 0
  • OpenROAD warning count: 35

Synth
  • Avg Cell Area, Syn: 8.50 um^2
  • Netlist Area Pre-Place: between 100000 and 150000 um^2
  • Synth Warn #: 11
  • Syn Inst Count: 14700
  • Ys cells: between 10000 and 15000
  • Synth Register Bits: 1439
  • Number of enable flip-flop cells: 0
  • FFs w/ async S/R, synth: 0
  • Yosys stat area: 125000 um^2
  • Cell Type Count: 97
  • Seq share, synth: 0.230
  • Top_reg_cell synth: dfxtp_1

Global route
  • Vias in the first global route: just under 100k
  • Antenna violations before repair: 75
  • Largest net degree at the start of global routing: 140
  • Total grt overflow: 0
  • All-Layer GR Usage: 0.254
  • First-pass GRT wire length: 593000 um

Die
  • Die y size: 561 um
  • Die Wd: 561 um
  • Num rows: 205
  • I/O pin count: between 300 and 400
  • Core area: 312000 um^2
  • FP Util: 0.402
  • Area of the chip: 315000 um^2

Placed design
  • Inst Count DP: between 15000 and 20000
  • PortBufs: 317
  • DP HPWL: 299000 um
  • Area post-placement: around 130000 um^2
  • Final Wtd Congestion: 0.953
  • Pre-CTS WS: 8.21 ns

Pwr
  • Leakage: 62.9 nW
  • Worst VDD drop: 63.9 uV
  • Power Density: 65.3 nW/um^2
  • Total power: 8.99 mW

Status
  • Status: complete, no violations

Min path
  • Min-Delay Path Class: reg2reg
-- logic make-up (layout without fill, tap and decap cells) --
group	after synthesis	after routing	synth area share
adders and majority gates	1944	1944	0.219
AOI/OAI and AO/OA	3606	3606	0.185
muxes	705	705	0.0735
xor gates and xnor gates	922	922	0.0645
DFF	1439	1439	0.230
other	0	19	0
buffers and inverters	1832	1762	0.0582
and+or+nand+nor	4279	4279	0.170
-- power by group --
part	switching, mW	internal, mW
Clock	1.64	2.52
Sequential	0.126	3.59
Combinational	0.700	0.407
Total	2.47	6.52
-- per-layer routing --
metal  global-route usage  vias to the layer above  routed length (um)
met5                    0                        -                 311
met4               0.0883                       52               16000
met3               0.0854                      620               39000
met2                0.364                     2995              162000
met1                0.363                    47800              175000
li1                     -                    51200                   -
-- placed cells by master, fill, tap and decap left out, types with 237 or more instances in the layout --
cell	instances
a211oi_1	264
a21o_1	277
a21oi_1	1021
a22o_1	237
and2_1	760
clkdlybuf4s50_1	312
dfxtp_1	1438
fa_1	405
ha_1	1539
inv_1	897
mux2i_1	407
nand2_1	890
nor2_1	1321
nor2b_1	463
o21ai_0	710
xnor2_1	583
xor2_1	339
-- worst min path at each step --
| stage | slack [ns] | depth (start not counted) | from | endpoint |
|---|---|---|---|---|
| 5_1_grt | 0.46 | 1 | clear_acc_dly | clear_acc_dly2 |
| 6_report | 0.45 | 1 | clear_acc_dly | clear_acc_dly2 |
| 4_1_cts | 0.46 | 1 | clear_acc_dly | clear_acc_dly2 |
-- cells in the mapped netlist (107+ instances only) --
| cell | n | area, um^2 |
|---|---|---|
| ha_1 | 1539 | 19300 |
| dfxtp_1 | 1439 | 28800 |
| nor2_1 | 1326 | 4980 |
| a21oi_1 | 1021 | 5110 |
| inv_1 | 897 | 3370 |
| nand2_1 | 890 | 3340 |
| and2_1 | 760 | 4750 |
| o21ai_0 | 710 | 3550 |
| clkbuf_1 | 706 | 2650 |
| xnor2_1 | 583 | 5110 |
| nor2b_1 | 463 | 2900 |
| mux2i_1 | 407 | 4070 |
| fa_1 | 405 | 8110 |
| xor2_1 | 339 | 2970 |
| a21o_1 | 277 | 2080 |
| a211oi_1 | 264 | 1980 |
| a22o_1 | 237 | 2080 |
| a22oi_1 | 226 | 1700 |
| nor3_1 | 184 | 921 |
| mux4_2 | 157 | 3540 |
| o21a_1 | 156 | 1170 |
| nand3_1 | 142 | 711 |
| mux2_2 | 140 | 1580 |
| a31oi_1 | 107 | 669 |
-- layout make-up --
cell class              count  area share
multi-input cells       11500       0.648
flip-flops and latches   1439       0.209
well taps                4140      0.0376
repair buffers            551      0.0362
clock buffers             222      0.0352
inverters                 899      0.0246
clock inverters            90     0.00918
diodes                     19    0.000345
Power figures rest on the tool's default switching activity, not on a simulated workload.
